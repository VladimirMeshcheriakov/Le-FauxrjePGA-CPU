**design/flow/design.v**
```verilog
`timescale 1ns / 1ps
module uart_baud#(
    parameter CPU_freq = 'd100000000   
) 
(
    input clk,
    input rst,
    input [11:0] UBRR,
    output ubrr_changed,  
    output baud
);
reg [11:0] UBRR_old = 'b1;
reg [11:0] counter = 'b0;
reg baud_ = 0;
reg [11:0] DIVISOR = 'b1;
assign baud = baud_;
assign ubrr_changed = UBRR_old != UBRR ? 'b1 : 'b0;
always @(negedge clk)
begin
    if (rst)
    begin
        counter <= 11'd0;
        baud_ <= 'b0;
    end
    DIVISOR <= CPU_freq/UBRR;
    if(UBRR_old != UBRR || counter >= ( DIVISOR - 1 ) )
    begin
        counter <= 11'd0;
    end
    UBRR_old <= UBRR;
end
always @(posedge clk)
begin
    if (rst)
    begin
        counter <= 11'd0;
        baud_ <= 'b0;
    end
    DIVISOR <= CPU_freq/UBRR;
    if(UBRR_old != UBRR || counter >= ( DIVISOR - 1 ))
    begin
        counter <= 11'd0;
    end
    counter <= counter + 11'd1;
    baud_ <= (counter < DIVISOR / 2) ? 1'b1:1'b0;
    UBRR_old <= UBRR;
end
endmodule
```
**design/flow/run.sh**
```bash
#!/bin/bash
# OpenROAD 26Q1-2900-gdf79404cd8, Yosys 0.63+post, stock flow scripts
make -C /OpenROAD-flow-scripts/flow DESIGN_CONFIG=/design/flow/config.mk WORK_HOME=/design/flow/orfs finish
```
**design/flow/config.mk**
```make
export PLATFORM = sky130hd
export DESIGN_NAME = uart_baud
export DESIGN_NICKNAME = uart_baud
export VERILOG_FILES = /design/flow/design.v
export SDC_FILE = /design/flow/constraint.sdc
export NUM_CORES = 4
export LEC_CHECK = 1
export CORE_AREA = 10 10 81 81
export DIE_AREA = 0 0 91 91
```
**design/flow/constraint.sdc**
```tcl
current_design uart_baud

set clk_period 1.2
set clk_io_pct 0.2

create_clock -name clk0 -period $clk_period [get_ports {clk}]

set non_clock_inputs [all_inputs -no_clocks]
set_input_delay [expr $clk_period * $clk_io_pct] -clock clk0 $non_clock_inputs
set_output_delay [expr $clk_period * $clk_io_pct] -clock clk0 [all_outputs]
```
==> impl_metrics.py <==
# Metrics from the implementation run
metrics = {
    "logic_synthesis": {
        "yosys_most_used_dff": "dfxtp_1",
        "ys_area_um2": 624,
        "postSynthSeqShare_pct": 77.0,
        "synthArstFlopShare_pct": 0,
        "fa_ha_area_share_pct": 0,
        "yosysWarnings": 1,
        "synth_top_cell_by_area": "dfxtp_1",
        "top_logic_kind": "XOR/XNOR gates",
        "xor_share_pct": 16.8,
        "ys_cells": 43,
        "yosysMostFrequentCell": "dfxtp_1",
        "ys_ff": 24,
        "mux_share_pct": 0,
        "synth_cell_types": 7,
        "edf_count": 0,
        "aoi_share_pct": 0,
        "top_area_share_pct": 77.0,
        "ys_top_cells_by_area": "dfxtp_1, xor2_1, nor4_1",
        "ys_sh_simple_pct": 3.81,
        "common_cells": "dfxtp_1, xor2_1, nor4_1",
    },
    "run_status": {
        "stop_stage": "synthesis",
        "outcome": "did not finish",
        "error_line": "ERROR: Found 12 problems in 'check -assert'.",
    },
}
cells by family after synthesis:
family / Yosys count
xor gates and xnor gates: 12
other: 1
and+or+nand+nor: 4
DFF: 24
buffers and inverters: 2
