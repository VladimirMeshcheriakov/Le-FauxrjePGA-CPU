[./design.v]
`timescale 1ns / 1ps
module register_file 
#(
    parameter regNum = 32,
    parameter regSize = 32
)
(
   input clk,
   input rst,
   input [0:$clog2(regNum)-1] read_reg_1,    
   input [0:$clog2(regNum)-1] read_reg_2,    
   input [0:$clog2(regNum)-1] write_reg,     
   input [0:regSize-1] write_data,           
   output [0:regSize-1] rd1,                 
   output [0:regSize-1] rd2,                 
   input reg_write,                          
   input reg_update
);
integer i;
reg [0:regNum-1] registers [0:regSize-1];
reg [0:regSize-1] rd1_ = 'hz;
reg [0:regSize-1] rd2_ = 'hz;
initial begin
    for ( i = 0 ; i < regNum ; i = i + 1) begin
            registers[i] <= 0;
    end
end
    assign rd1 = rd1_;
    assign rd2 = rd2_;
    always @(read_reg_1 or read_reg_2 or reg_write or reg_update) begin 
           rd1_ <= (read_reg_1 < regSize) ? (read_reg_1 ? registers[read_reg_1] : 0) : 'hz;
           rd2_ <= (read_reg_2 < regSize) ? (read_reg_2 ? registers[read_reg_2] : 0) : 'hz;
    end
    always @(posedge clk)
    begin 
        if (reg_write == 1)
        begin
           registers[write_reg] <= write_data; 
        end
        if (rst)
        begin
            for ( i = 0 ; i < regNum ; i = i + 1) begin
                registers[i] <= 0;
            end
        end
    end
endmodule
[./run.sh]
#!/bin/bash
# OpenROAD 26Q1-2900-gdf79404cd8, Yosys 0.63+post, stock flow scripts
make -C /OpenROAD-flow-scripts/flow DESIGN_CONFIG=/design/flow/config.mk WORK_HOME=/design/flow/orfs finish
[./config.mk]
export PLATFORM = sky130hd
export DESIGN_NAME = register_file
export DESIGN_NICKNAME = register_file
export VERILOG_FILES = /design/flow/design.v
export SDC_FILE = /design/flow/constraint.sdc
export NUM_CORES = 4
export LEC_CHECK = 1
export CORE_UTILIZATION = 30
[./constraint.sdc]
current_design register_file

set clk_period 7.1
set clk_io_pct 0.2

create_clock -name clk0 -period $clk_period [get_ports {clk}]

set non_clock_inputs [all_inputs -no_clocks]
set_input_delay [expr $clk_period * $clk_io_pct] -clock clk0 $non_clock_inputs
set_output_delay [expr $clk_period * $clk_io_pct] -clock clk0 [all_outputs]
==> GITHUB_STEP_SUMMARY <==
### Metrics collected by this job

| Metric | Value |
|---|---|
| Outcome | `completed` |
| Detailed placer's ending HPWL | `124 mm` |
| Vias per cell | `5.68` |
| Slowest-stage cell, CP | `clkdlybuf4s50_1` |
| First DRT Iteration DRCs | `4,549` |
| Placer Congestion | `0.940` |
| Biggest area cells | `dfxtp_1 (39%), mux4_2 (16%), nand2_1 (15%)` |
| Max Cap Viol | `0` |
| Rel. slew slack | `27.7%` |
| Initial core utilization | `30.3%` |
| Initial antenna violation count | `10` |
| H-tree Lvls | `3` |
| Rows | `152` |
| Tool warnings | `33` |
| Largest net degree at the start of global routing | `146` |
| Top delay family on crit path | `buffers and inverters` |
| Ys Warns | `5` |
| Area delta synth->final | `14.5%` |
| Post-synth ARST share | `0%` |
| HP Class | `reg2reg` |
| Clock transition at path regs | `0.06 ns` |
| Number of I/O port buffers | `113` |
| Tcrit/Tclk final | `94.0%` |
| Critical Path AT | `5.25 ns` |
| Post-synth top flop | `dfxtp_1` |
| TNS Setup | `0 ns` |
| Worst-path fanout max | `23` |
| Final WL | `213 mm` |
| CP endpoint kind | `primary output` |
| Vias in the first global route | `45,300` |
| Die area | `175,000 sq um` |
| Hold bufs inserted after CTS | `0` |
| Layout cells sized above 1 | `15.0%` |
| Fin crit period | `6.67 ns` |
| PwrDens | `222 nW/um^2` |
| 1st-pass router iterations | `6` |
| Post-synth EDFFs | `0` |
| Vias | `46,700` |
| Setup Viol. Count Final | `0` |
| Register with the most flip-flops | `registers` |
| Synth area leader | `dfxtp_1` |
| Max-area cell share | `39.4%` |
| CTS tree | `built` |
| Critical Path RT | `5.68 ns` |
| Final hold viol count | `0` |
| Clk sinks | `1,024` |
| Core footprint | `172,000 sq um` |
| First-pass GRT wire length | `307 mm` |
| Regs by FF count | `registers x1024` |
| CP startpoint kind | `input pin` |
| Post-Syn Area | `52,000 sq um` |
| Remaining Overflow, GRT | `0` |
| Fmax | `150 MHz` |
| Yosys stat cell total | `5,973` |
| Final Skew | `0 ns` |
| Overall Power | `13.2 mW` |
| Fin. max-slew vios | `0` |
| I/O pin cnt | `115` |
| Worst-Margin Slew | `1.08 ns` |
| WP buf/inv | `5` |
| Seq share, synth | `39.4%` |
| Final antenna-violating net count | `0` |
| # Post-CTS Setup Buffers | `0` |
| Root Driver | `clkbuf_16` |
| Gr usage total | `24.8%` |
| CP cell instances | `clkdlybuf4s50_1 > buf_4 > nor2b_4 > buf_12 > a22o_1 > a211oi_1 > nor3_1 > buf_4 > clkdlybuf4s50_1` |
| Max Root-Sink Buffers | `3` |
| Inserted Clock Buffers | `110` |
| Die width | `418 um` |
| Unique cell types | `44` |
| Largest stage delay on the critical path | `0.79 ns` |
| Mapped Cells | `5,973` |
| Synthesized area per cell | `8.70 sq um` |
| Setup CP Type | `in2out` |
| Yosys Chip Area | `52,000 sq um` |
| Worst-Skew Late Latency | `0.71 ns` |
| Max reg flops | `1,024` |
| Die y size | `418 um` |
| # resized after CTS | `0` |
| Yosys reg bits | `1,024` |
| Post-synth top cells | `nand2_1 (2,088), a21oi_1 (1,064), dfxtp_1 (1,024)` |
| WL per Instance | `26.0 um` |
| Most frequent cell after synthesis | `nand2_1` |
| Peak supply drop | `0.195 mV` |
| Unrepaired setup endpoints after global routing | `false` |
| Drt drc | `0` |
| Leak | `19.3 nW` |
-- worst min-delay path, delay by kind of cell (launching register included) --
family	cells	cell delay, ns
AND/OR/NAND/NOR	1	0.05
flip-flops	1	0.31
AND-OR/OR-AND	1	0.05
-- cells by family (layout without fill, tap and decap cells) --
logic type             after synthesis  in the layout  share of synthesized area, %
buffers and inverters              614            546                          5.28
AND/OR/NAND/NOR                   2267           2267                          17.1
AND-OR/OR-AND                     1361           1361                          14.6
multiplexers                       707            707                          23.5
other                                0              7                             0
flip-flops                        1024           1024                          39.4
-- final timing paths --
kind                          start                 to  slack (ns)  cells past startpoint
setup / recovery      read_reg_2[1]            rd2[25]        0.43                      9
hold / removal    registers[31][14]  registers[31][14]        0.47                      2
setup reg to reg  registers[19][19]  registers[19][19]        6.41                      2
hold reg to reg   registers[31][14]  registers[31][14]        0.47                      2
-- stage by stage --
stage | utilization [%] | cells | hold WS [ns] | worst slack, ns | area (sq um)
floorplan | - | 5973 | 0.441 | 2.78 | 52000
global placement | 32.4 | 8017 | 0.452 | 0.558 | 55700
detailed placement | 32.4 | 8017 | 0.457 | 0.564 | 55700
CTS | 34.6 | 8215 | 0.465 | 0.543 | 59500
global route | 34.6 | 8218 | 0.482 | 0.377 | 59500
finish | 34.7 | 8222 | 0.465 | 0.428 | 59500
-- cells in the final DEF (no fill, tap or decap), drive strengths merged, types with 24 or more instances in the layout --
cell type,instances
buf,242
a211oi,47
mux4,400
mux2i,284
nor2,37
nor2b,35
nand2,2088
dfxtp,1024
a21oi,1064
o22ai,42
a2111oi,24
clkbuf,163
a22oi,84
o221ai,24
nor3,43
clkdlybuf4s50,104
a22o,48
-- report_power, final --
part / total (mW) / internal, mW / switching, mW
clock network: 6.16 / 3.69 / 2.47
logic: 1.21 / 0.391 / 0.818
registers: 5.82 / 5.79 / 0.0299
total: 13.2 / 9.87 / 3.32
-- per-layer routing --
metal  GRT usage, %  up-vias  share of wire [%]
met5          0.111        -              0.039
met4           15.2       12                7.7
met3           11.4      687                 13
met2           37.1     2763                 44
met1           29.2    22600                 35
li1               -    20600                  -
-- cell type report --
class                           instances  area [sq um]
Fill cell                           17000        112000
Multi-Input combinational cell       4335         29100
Inverter                                1          3.75
Timing Repair Buffer                  347          3170
Antenna cell                            7          17.5
Sequential cell                      1024         20500
Clock inverter                         36           591
Clock buffer                          162          3240
Tap cell                             2310          2890
Power is estimated from default activity; no workload was simulated.
