[flow/config.mk]
export PLATFORM = sky130hd
export DESIGN_NAME = generic_mem
export DESIGN_NICKNAME = generic_mem
export VERILOG_FILES = /design/flow/design.v
export SDC_FILE = /design/flow/constraint.sdc
export NUM_CORES = 4
export LEC_CHECK = 1
export CORE_UTILIZATION = 50
[flow/constraint.sdc]
current_design generic_mem

set clk_period 16.8
set clk_io_pct 0.2

create_clock -name clk0 -period $clk_period [get_ports {clk}]

set non_clock_inputs [all_inputs -no_clocks]
set_input_delay [expr $clk_period * $clk_io_pct] -clock clk0 $non_clock_inputs
set_output_delay [expr $clk_period * $clk_io_pct] -clock clk0 [all_outputs]
[flow/design.v]
`timescale 1ns / 1ps
module generic_mem #(
    parameter log2_number_of_cells = 8,  
    parameter addr_size = 32,
    parameter cell_size = 8
)
(
    input clk,
    input [addr_size-1:0] addr_bus,
    input [cell_size-1:0] data_bus_in,
    output [cell_size-1:0] data_bus_out,
    input we,
    input re,
    input rst
);
localparam number_of_cells = 1<<log2_number_of_cells;
reg [cell_size-1:0] ram [0:number_of_cells-1];
assign data_bus_out = re && !we ? ram[addr_bus] : 'hz;
integer it;
always @(posedge clk ) begin
    if (we && !rst) begin
        ram[addr_bus] <= data_bus_in;
    end
    if (rst) begin
        for ( it = 0; it < number_of_cells; it = it + 1 ) begin
            ram[it] <= 'h0;
        end
    end
end
endmodule
[flow/run.sh]
#!/bin/bash
# OpenROAD 26Q1-2900-gdf79404cd8, Yosys 0.63+post, stock flow scripts
make -C /OpenROAD-flow-scripts/flow DESIGN_CONFIG=/design/flow/config.mk WORK_HOME=/design/flow/orfs finish
==> qor.yml <==
sta:
  period_minus_slack_ns: 11.92
  finClkSkew_ns: 0
  rsz0062_at_grt: "false"
  slew_viol_final: 0
  worst_slew_pin_slew_ns: 1.24
  hold_viol: 0
  tns_ns: 0
  setup_violations: 0
  max_slew_margin_pct: 17.3
  finalClockPeriodUsage_pct: 71.0
  fmax_mhz: 83.9
synth:
  synthesis.area_um2: 89500
  numSynthFlops: 2048
  top_area_cell: "dfxtp_1"
  synth_seq_share_pct: 45.8
  ys_types: 27
  synthTopCellsByArea: "dfxtp_1 (46%), mux4_2 (13%), a21oi_1 (12%)"
  synth_top_area_share_pct: 45.8
  yosys_area_um2: 89500
  syn_area_per_cell_um2: 8.46
  ys_cells: 10574
  syn_inst: 10574
  yosysWarnings: 2
route:
  met3_length_um: 29900
  viasPerCell: 6.33
  dr.pass1.iters: 6
  first_iter_violations: 7780
  postRouteAntennaNets: 0
  wl_met2_um: 137000
  highest_layer: "met5"
  detail_route.wl_per_cell_um: 23.7
  routed_wl_um: 295000
  vias: 78823
  wl_met1_um: 119000
  drc: 0
grt:
  grt_pass1_vias: 76898
  grt-ovfl-total: 0
  antenna_found_initial: 1
  grt_pass1_wl_um: 457000
  track_usage_pct: 34.1
  grt_max_degree: 172
cts:
  clk_pin_slew_ns: 0.06
  tritoncts: "done"
  htree_num_levels: 4
  cts_resized: 0
  cts_sinks: 2048
  numCtsBuffers: 213
  hold_buffers: 0
  clkLatencyLatePin_ns: 0.84
  root_buffer: "clkbuf_16"
  clockBufferDepth: 3
  cts_setup_buffers: 0
job:
  max-cap-violations: 0
  warnings: 63
worst_setup_path:
  required_ns: 13.44
  cp_num_buf_inv: 5
  slowest_delay_ns: 0.81
  critical_path.max_fanout: 39
  startpoint: "addr_bus[1]"
  slowest_stage: "o41ai_1"
  worstPathArrival_ns: 8.56
  worstSetupPathType: "in2out"
  reg2regPathDepth: 2
  r2r_slack_ns: 16.12
  timing.critical_path.mode_cell: "buf_4"
  r2r-start: "ram[47][3]"
  setup.worst_path.start_class: "input pin"
  cp_cell_sequence: "buf_8, buf_4, buf_4, buf_4, mux4_2, a22oi_1, a21oi_1, o41ai_1, nand4_1, clkdlybuf4s50_1"
  cp-end-kind: "primary output"
  rr_endpoint: "ram[47][3]"
  crit_family: "buffers and inverters"
power:
  p_switching_mw: 2.39
  pwr-share-clk_pct: 46.7
  seqPwrFrac_pct: 48.5
  cellPowerDensity_nw_per_um2: 103
  ir_worst_vdd_uv: 82.7
  power.share.switching_pct: 23.8
  internal_power_mw: 7.64
  leakagePower_nw: 28.8
  power.combinational.fraction_pct: 4.8
final_layout:
  largest_reg_flops: 2048
  final_core_util_pct: 55.0
  reg_top3: "ram: 2048 flops"
  regMostFlops: "ram"
  nFillCells: 15259
  comb_area_um2: 44200
  flop_area_um2: 41000
  drive_above_1_share_pct: 11.1
  synthToLayoutAreaGrowth_pct: 8.71
placement:
  portBuffers: 26
  dp_hpwl_um: 165000
  gp_congestion: 0.909
die:
  fp.coreArea_um2: 177000
  fp.dieH_um: 425
  pin_count: 52
  die_area_um2: 181000
  die_x_um: 425
  rows: 154
  fp_util_pct: 50.6
worst_hold_path:
  holdCritStartpoint: "ram[238][4]"
  hold_depth: 2
  whs_endpoint: "ram[238][4]"
  holdCritPathClass: "reg2reg"
outcome:
  status: "finished clean"
[worst max-delay path by stage]
stage	endpoint	slack, ns	cells after the start
4_1_cts	data_bus_out[4]	4.99	10
5_1_grt	data_bus_out[7]	4.75	11
6_report	data_bus_out[4]	4.88	10
[through the flow]
step	cell area, um^2	total power, mW	worst slack (ns)	hold WS (ns)	cells
floorplan	89500	5.28	8.26	0.433	10574
global placement	90400	5.44	5.00	0.438	12055
detailed placement	90400	5.44	4.99	0.443	12055
CTS	97300	10.1	4.99	0.451	12442
global route	97300	10.3	4.75	0.463	12442
finish	97300	10.0	4.88	0.451	12443
[power groups by stage]
stage	Clock, mW	Sequential, mW	Combinational, mW
final	4.68	4.86	0.484
after global routing	4.94	4.86	0.505
after CTS	4.74	4.86	0.476
[per-layer routing]
layer / track usage, % / vias to the layer above
met3: 11.4 / 521
met1: 49.9 / 38737
met2: 50.9 / 3308
met4: 9.29 / 4
met5: 0.106 / -
li1: - / 36253
[layout make-up]
cell class | instances | area share (%)
diodes | 1 | 0.00257
repair buffers | 258 | 2.28
clock buffers | 341 | 6.67
clock inverters | 46 | 0.419
flip-flops and latches | 2048 | 42.1
multi-input cells | 7409 | 45.5
well taps | 2340 | 3.01
[worst min-delay path: cells and delay by family, from the launching register on]
kind | cells | cell delay, ns
DFF | 1 | 0.30
AOI/OAI and AO/OA | 1 | 0.05
and+or+nand+nor | 1 | 0.05
[cell usage in the layout (no fill, tap or decap), types with 22 or more instances in the layout]
cell / n
clkbuf_16: 219
nand3_1: 1540
o21ai_0: 512
a22oi_1: 256
mux4_2: 512
clkbuf_8: 55
nor2_4: 22
a21oi_1: 2176
nand2_1: 2254
clkinv_2: 32
o41ai_1: 29
buf_4: 220
nor2_1: 66
clkbuf_1: 67
dfxtp_1: 2048
[Yosys cell counts, drive strengths merged]
cell type and number:
nand2 2259, a21oi 2176, dfxtp 2048, nand3 1540, clkbuf 871, mux4 512
o21ai 512, a22oi 256, buf 246, nor2 88, o41ai 32, nand4 8
nor3 7, nand2b 6, nor2b 6, and2 2, nand4bb 2, and4b 1
or2 1, or4b 1
[logic make-up (layout without fill, tap and decap cells)]
| logic type | after synthesis | count (layout) | synth area share [%] |
|---|---|---|---|
| AND-OR/OR-AND | 2976 | 2976 | 17.5 |
| buffers and inverters | 1117 | 645 | 5.06 |
| flip-flops | 2048 | 2048 | 45.8 |
| multiplexers | 512 | 512 | 12.9 |
| other | 0 | 1 | 0 |
| AND/OR/NAND/NOR | 3921 | 3921 | 18.8 |
Power figures rest on the tool's default switching activity, not on a simulated workload.
